**./run.sh**
```bash
#!/bin/bash
# OpenROAD 26Q1-2900-gdf79404cd8, Yosys 0.63+post, stock flow scripts
make -C /OpenROAD-flow-scripts/flow DESIGN_CONFIG=/design/flow/config.mk WORK_HOME=/design/flow/orfs finish
```
**./config.mk**
```make
export PLATFORM = sky130hd
export DESIGN_NAME = sd_crc_16
export DESIGN_NICKNAME = sd_crc_16
export VERILOG_FILES = /design/flow/design.v
export SDC_FILE = /design/flow/constraint.sdc
export NUM_CORES = 4
export LEC_CHECK = 1
export CORE_AREA = 10 10 81 81
export DIE_AREA = 0 0 91 91
```
**./constraint.sdc**
```tcl
current_design sd_crc_16

set clk_period 1.1
set clk_io_pct 0.2

create_clock -name clk0 -period $clk_period [get_ports {CLK}]

set non_clock_inputs [all_inputs -no_clocks]
set_input_delay [expr $clk_period * $clk_io_pct] -clock clk0 $non_clock_inputs
set_output_delay [expr $clk_period * $clk_io_pct] -clock clk0 [all_outputs]
```
**./design.v**
```verilog
module sd_crc_16(BITVAL, Enable, CLK, RST, CRC);
	input        		BITVAL;	 
   input 				Enable;
   input        		CLK;  	 
   input        		RST;  	 
   output reg [15:0] CRC;  	 
   wire         inv;									 
	initial
	begin
		CRC <= {16{1'b0}}; 
	end
   assign inv = BITVAL ^ CRC[15];	 
	always @(posedge CLK or posedge RST) begin
		if (RST) begin
			CRC 			= 0;  	
      end
      else begin
			if (Enable==1) begin
				CRC[15]	= CRC[14]; 
				CRC[14]  = CRC[13];
				CRC[13]  = CRC[12];
				CRC[12]  = CRC[11] ^ inv;
				CRC[11]  = CRC[10];
				CRC[10]  = CRC[9];
				CRC[9] 	= CRC[8];
				CRC[8] 	= CRC[7];
				CRC[7]   = CRC[6];
				CRC[6]   = CRC[5];
				CRC[5]   = CRC[4] ^ inv;
				CRC[4]   = CRC[3];
				CRC[3]   = CRC[2];
				CRC[2]   = CRC[1];
				CRC[1]   = CRC[0];
				CRC[0]   = inv;
        end
		end
	end
endmodule
```
==> out/summary.txt <==
Status: finished, violations left
Failing checks: negative setup slack
Max Freq: 0.8095 GHz
Share of cells above drive strength 1: 53.16%
Finished Core Util: 24.23%
Initial drt markers: 4
Setup violators final: 3
Worst reg2reg path endpoint: CRC[12]
Final wirelength: 1.622 mm
Registers, synthesis: 16
Synth warn: 1
DRC Markers: 0
RSZ-0062 raised after global routing: true
R2R cell count: 3
Clock latency (worst-skew pair): 0.25 ns
First-pass iteration count of the detailed router: 2
Max-cap violations: 0
Reg2reg start: CRC[15]
WL/cell: 11.03 µm
Clock Sinks: 16
Via count: 461
OpenROAD warning count: 27
Initial antenna violation count: 1
CTS clk-pin slew, worst paths: 0.06 ns
Mean Syn Cell Area: 16.97 µm²
CTS tree: yes
Number of buffers created by CTS: 3
Flop pwr share: 34.9%
Sw Pwr: 0.7257 mW
Cell chain of the critical path: buf_6 -> xor3_1 -> mux2_4
Starting Density: 13.74%
WHS: 0.2738 ns
Post-CTS Hold Buffers: 0
Core area: 4817 µm²
Dpl cell area: 969.7 µm²
Chip Area: 8281 µm²
Final WS setup: -0.1354 ns
Slowest stage delay, CP: 0.39 ns
Logic pwr share: 48.3%
First-pass GRT wire length: 2.615 mm
Commonest Layout Cell: dfrtp_1
Worst Path Required: 1.24 ns
R2R setup slack: -0.14 ns
Via density: 3.136
CP Capture Point: CRC[12]
Post-synth seq share: 60.49%
Least-Margin Pin Slew: 0.2071 ns
Row Count: 25
PortBufs: 19
I/O pin count: 20
Crit-path max FO: 3
Most flop-heavy register: CRC
DRT antenna net count: 0
Final slew viol count: 0
Area Overhead vs Synth: 76.37%
Crit Path Category: flop to flop
Netlist cell types: 10
Die width: 91 µm
Most frequent cells in the layout: 16 x dfrtp_1, 13 x mux2_2, 13 x buf_4, 12 x clkdlybuf4s15_1, 5 x buf_6
GRT Total Usage: 3.969%
Crit path time final: 1.235 ns
Crit share post-route: 112.3%
Mapped cell area: 661.9 µm²
Root buf cell: clkbuf_8
Yosys chip area: 661.9 µm²
Max-slew headroom: 86.20%
Largest net degree at the start of global routing: 17
DP Wirelength: 1.105 mm
Yosys stat cell total: 39
Worst setup SP type: flop
WP data arrival: 1.37 ns
Peak supply drop: 636.5 µV
Clk buf depth: 2
Worst Skew: 0.001786 ns
CP max stage cell: dfrtp_1
Max reg flops: 16
CP Capture Type: flop
Hold Violations, Final: 0
CP startpoint: CRC[15]
H-tree lvl count: 1
Clk pwr share: 16.8%
Number of global-route vias before repair: 484
Hold/Removal Path Class: primary input to asynchronous set/reset pin
Largest registers: CRC: 16 flops
LEAKAGE: 0.5288 nW
Sw Ratio: 23.69%
Total gr overflow: 0
Die Y-Extent: 91 µm
Final Wtd Congestion: 0.7146
Fin Setup TNS: -0.3143 ns
Power per Cell Area: 2624 nW/µm²
Final instance area: 1167 µm²
Post-Synthesis Cells: 39
Internal power: 2.338 mW
metrics by stage:
| step | cells | worst slack (ns) | total power [mW] |
|---|---|---|---|
| after floorplan | 39 | 0.02526 | 1.493 |
| after CTS | 143 | -0.1318 | 2.959 |
| final | 147 | -0.1354 | 3.064 |
| after detailed placement | 128 | -0.3723 | 2.302 |
| after global routing | 147 | -0.1732 | 3.292 |
| after global placement | 128 | -0.3617 | 2.289 |
worst min path at each step:
stage	start	endpoint	slack (ns)	cells after the start
after CTS	RST	CRC[7]	0.29	3
final	RST	CRC[8]	0.27	3
after global routing	RST	CRC[6]	0.30	3
synthesized netlist by cell type (all sizes together):
library cell / number / share of area, %
xnor2: 1 / 1.3
dfrtp: 16 / 60
mux2: 15 / 27
a21oi: 1 / 0.76
xor3: 2 / 7.2
inv: 1 / 0.57
nor2: 1 / 0.57
buf: 2 / 2.5
cell type report:
type                            count  area, µm²
Multi-Input combinational cell     20      249.0
Timing Repair Buffer               38      372.9
Tap cell                           67      83.83
Sequential cell                    16      400.4
Fill cell                         520       3650
Inverter                            1      3.754
Antenna cell                        1      2.502
Clock buffer                        4      55.05
cells by family after synthesis:
family / after synthesis / share of synthesized area [%]
buf+inv: 3 / 3.023
flops: 16 / 60.49
mux: 15 / 26.65
simple gates: 1 / 0.5666
xor+xnor: 3 / 8.508
compound gates: 1 / 0.7554
per-layer routing:
| metal | track usage [%] | up-vias | wire length (µm) |
|---|---|---|---|
| li1 | - | 217 | - |
| met1 | 4.297 | 227 | 571 |
| met2 | 6.146 | 12 | 809 |
| met3 | 3.071 | 5 | 211 |
| met4 | 0.6527 | 0 | 30 |
| met5 | 0 | - | 0 |
timing repair:
item	CTS	global route
gates cloned	1	0
gates resized	31	11
setup endpoints to repair	21	9
pin swaps	0	3
buffers inserted	10	3
power by group through the flow:
| stage | Clock (mW) | Sequential [mW] | Combinational, mW |
|---|---|---|---|
| global route | 0.555 | 1.12 | 1.62 |
| CTS | 0.522 | 1.06 | 1.38 |
| finish | 0.515 | 1.07 | 1.48 |
worst max-delay path, delay by kind of cell, from the launching register on:
| family | cells | cell delay (ns) |
|---|---|---|
| muxes | 1 | 0.26 |
| buffers and inverters | 1 | 0.12 |
| xor gates and xnor gates | 1 | 0.35 |
| DFF | 1 | 0.39 |
Power and IR drop assume default switching activity.
