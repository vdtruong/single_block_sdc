## config.mk

```make
export PLATFORM = sky130hd
export DESIGN_NAME = dual_async_distributed_ram
export DESIGN_NICKNAME = dual_async_distributed_ram
export VERILOG_FILES = /design/flow/design.v
export SDC_FILE = /design/flow/constraint.sdc
export NUM_CORES = 4
export LEC_CHECK = 1
export CORE_UTILIZATION = 30
export SYNTH_MEMORY_MAX_BITS = 65536
```

## constraint.sdc

```tcl
current_design dual_async_distributed_ram

set clk_period 65.0
set clk_io_pct 0.2

create_clock -name clk0 -period $clk_period [get_ports {clk}]

set non_clock_inputs [all_inputs -no_clocks]
set_input_delay [expr $clk_period * $clk_io_pct] -clock clk0 $non_clock_inputs
set_output_delay [expr $clk_period * $clk_io_pct] -clock clk0 [all_outputs]
```

## design.v

```verilog
`timescale 1ns / 1ps
module dual_async_distributed_ram
#( parameter RAM_WIDTH 		= 72,	 
   parameter RAM_ADDR_BITS = 8) 	 
(
	input									clk,
	input 								wr_ram_enb,
	input 	[RAM_ADDR_BITS-1:0] 	wr_ram_addr,
   input 	[RAM_WIDTH-1:0] 		wr_ram_data,
	input 	[RAM_ADDR_BITS-1:0] 	rd_ram_addr,
   output 	[RAM_WIDTH-1:0]		output_ram_data
);
   (* RAM_STYLE="{AUTO | DISTRIBUTED | PIPE_DISTRIBUTED}" *)
   reg [RAM_WIDTH-1:0] sys_mem [(2**RAM_ADDR_BITS)-1:0];
   always @(posedge clk)
      if (wr_ram_enb)
         sys_mem[wr_ram_addr] <= wr_ram_data;
   assign output_ram_data = sys_mem[rd_ram_addr];
endmodule
```

## run.sh

```bash
#!/bin/bash
# OpenROAD 26Q1-2900-gdf79404cd8, Yosys 0.63+post, stock flow scripts
make -C /OpenROAD-flow-scripts/flow DESIGN_CONFIG=/design/flow/config.mk WORK_HOME=/design/flow/orfs finish
```

==> node_exporter_impl.prom <==
# HELP chip_impl_metric Metrics from one implementation run
# TYPE chip_impl_metric gauge
chip_impl_metric{name="crit_arrival",unit="ns"} 23.99
chip_impl_info{name="failed_checks",value="capacitance limit, slew limit"} 1
chip_impl_metric{name="synthToLayoutAreaGrowth",unit="%"} 15.7
chip_impl_metric{name="largest_register_ffs",unit=""} 18400
chip_impl_metric{name="ys_async_sr_fraction",unit="%"} 0
chip_impl_metric{name="final_layout_size_suffix_gt1_share",unit="%"} 24.1
chip_impl_metric{name="coreArea",unit="um^2"} 2340000
chip_impl_info{name="clockRootBuffer",value="sky130_fd_sc_hd__clkbuf_16"} 1
chip_impl_info{name="tritoncts",value="done"} 1
chip_impl_metric{name="max-cap-violations",unit=""} 1
chip_impl_metric{name="cts.repair_timing.setup_buffer_count",unit=""} 0
chip_impl_metric{name="final-setup-viol-count",unit=""} 0
chip_impl_metric{name="cts-hold-fix-buffers",unit=""} 0
chip_impl_metric{name="global_route.usage.met1",unit="%"} 17.4
chip_impl_metric{name="pin_count_of_the_biggest_net_entering_global_routing",unit=""} 127
chip_impl_metric{name="global_route.usage.total",unit="%"} 22.1
chip_impl_metric{name="floorplan.die.height",unit="mm"} 1.53
chip_impl_metric{name="vdd_ir_drop_max",unit="V"} 0.0000280
chip_impl_info{name="run_status",value="finished with violations"} 1
chip_impl_metric{name="ios",unit=""} 162
chip_impl_info{name="timing.critical_path.to_type",value="output pin"} 1
chip_impl_metric{name="gr-usage-met2",unit="%"} 30.0
chip_impl_metric{name="port_buffers",unit=""} 161
chip_impl_metric{name="cts.reportedPaths.clkPinSlew",unit="ns"} 0.06
chip_impl_metric{name="gpl.final_weighted_congestion",unit=""} 0.924
chip_impl_metric{name="vias",unit=""} 367000
chip_impl_metric{name="clock_tree.htree_level_count",unit=""} 7
chip_impl_metric{name="synth.cell_area",unit="um^2"} 704000
chip_impl_metric{name="library_cells_used_by_synthesis",unit=""} 75
chip_impl_metric{name="fin_tns_setup",unit="ns"} 0
chip_impl_metric{name="grt-ovfl-total",unit=""} 0
chip_impl_metric{name="routedWlPerCell",unit="um"} 36.3
chip_impl_metric{name="cts_max_path_buffers",unit=""} 6
chip_impl_metric{name="hold_viol",unit=""} 0
chip_impl_metric{name="p_per_area",unit="nW/um^2"} 30.3
chip_impl_metric{name="chip_area",unit="um^2"} 2350000
chip_impl_metric{name="clock_sink_count",unit=""} 18400
chip_impl_metric{name="dr_drc_count",unit=""} 0
chip_impl_info{name="min-delay-path-class",value="input port to flip-flop"} 1
chip_impl_metric{name="post-route-worst-setup-slack",unit="ns"} 28.01
chip_impl_metric{name="route.final.wire_length",unit="mm"} 2460
chip_impl_metric{name="worst-slew-pin-transition",unit="ns"} 1.51
chip_impl_metric{name="cts_resized",unit=""} 0
chip_impl_metric{name="cts-buffers-inserted",unit=""} 1846
chip_impl_info{name="worstSetupStartpointType",value="input port"} 1
chip_impl_metric{name="post-place-ws",unit="ns"} 28.20
chip_impl_info{name="registers.top_by_ff_count",value="sys_mem"} 1
chip_impl_info{name="synth_top_cell_by_count",value="sky130_fd_sc_hd__edfxtp_1"} 1
chip_impl_metric{name="grt_first_pass_wirelength",unit="mm"} 3310
chip_impl_metric{name="detailedRoute.firstPassIterationCount",unit=""} 8
chip_impl_info{name="synth-main-ff-cell",value="sky130_fd_sc_hd__edfxtp_1"} 1
chip_impl_metric{name="synthesis.instances",unit=""} 32600
chip_impl_info{name="post-synth-top-area-cell",value="sky130_fd_sc_hd__edfxtp_1"} 1
chip_impl_metric{name="maxSlewHeadroom",unit="%"} -1.12
chip_impl_metric{name="path_max_fanout",unit=""} 69
chip_impl_metric{name="ant_nets",unit=""} 0
chip_impl_metric{name="power.leakage",unit="nW"} 254
chip_impl_metric{name="fin_worst_hold_slack",unit="ns"} 11.94
chip_impl_info{name="largestRegisters",value="sys_mem: 18432 flops"} 1
chip_impl_metric{name="synth_chip_area",unit="um^2"} 704000
chip_impl_metric{name="placement_rows",unit=""} 562
chip_impl_metric{name="top_cell_area_share",unit="%"} 78.6
chip_impl_metric{name="synth_seq_share",unit="%"} 78.6
chip_impl_metric{name="postSynthRegisterBits",unit=""} 18400
chip_impl_info{name="criticalPathCategory",value="input port to output pin"} 1
chip_impl_metric{name="n_fill_cell",unit=""} 211000
chip_impl_metric{name="final-max-slew-violation-count",unit=""} 2
chip_impl_metric{name="flop_area",unit="um^2"} 553000
chip_impl_metric{name="met3_usage",unit="%"} 25.1
chip_impl_metric{name="floorplan.initialDensity",unit="%"} 30.1
chip_impl_metric{name="fin_crit_sh",unit="%"} 56.9
chip_impl_metric{name="detail_route.vias_per_cell",unit=""} 5.41
chip_impl_metric{name="enable_flop_cells",unit=""} 18400
chip_impl_metric{name="multi_input_combinational_cell_area",unit="um^2"} 144000
chip_impl_info{name="grt-busiest-layer",value="met2"} 1
chip_impl_metric{name="synth-warning-count",unit=""} 1
chip_impl_metric{name="vias_in_the_first_global_route",unit=""} 399000
chip_impl_metric{name="yosys_cells",unit=""} 32600
chip_impl_metric{name="warnings",unit=""} 42
chip_impl_metric{name="die_w",unit="mm"} 1.53
chip_impl_metric{name="crit_required",unit="ns"} 52.00
chip_impl_metric{name="period_needed",unit="ns"} 36.99
chip_impl_info{name="post_synth_most_frequent_cells",value="sky130_fd_sc_hd__edfxtp_1, sky130_fd_sc_hd__mux4_2, sky130_fd_sc_hd__mux2i_1"} 1
chip_impl_metric{name="synth_area_per_cell",unit="um^2"} 21.6
chip_impl_metric{name="maxClockFrequency",unit="MHz"} 27.0
chip_impl_metric{name="grt_antenna_before_repair",unit=""} 209
chip_impl_info{name="area_leaders",value="sky130_fd_sc_hd__edfxtp_1, sky130_fd_sc_hd__mux4_2, sky130_fd_sc_hd__mux2i_1"} 1
chip_impl_metric{name="drt-initial-drc-count",unit=""} 27700
chip_impl_metric{name="dp_hpwl",unit="mm"} 1490
chip_impl_info{name="rsz0062_at_grt",value="false"} 1
## final timing paths
kind,from,end,depth (start not counted)
setup / recovery,rd_ram_addr[0],output_ram_data[60],18
hold / removal,wr_ram_data[33],sys_mem[19][33]$_DFFE_PP_,1
## report_power, final
group / total [W] / leakage [nW] / internal [W] / switching (W)
clock network: 0.0102 / 28.0 / 0.00585 / 0.00440
registers: 0.0131 / 166 / 0.0131 / 0.00000551
logic: 0.00131 / 60.2 / 0.000396 / 0.000915
## layer usage
| metal | vias up | part of all wire [%] |
|---|---|---|
| li1 | 144000 | - |
| met1 | 180000 | 24 |
| met2 | 35400 | 43 |
| met3 | 6482 | 25 |
| met4 | 445 | 7.0 |
| met5 | - | 1.1 |
## cell usage in the layout, fill, tap and decap left out, types with 39 or more instances in the layout
cell	synthesis	final
sky130_fd_sc_hd__a211oi_1	288	287
sky130_fd_sc_hd__clkinv_1	2	486
sky130_fd_sc_hd__nand3_1	72	56
sky130_fd_sc_hd__nor4_1	379	192
sky130_fd_sc_hd__clkbuf_1	884	392
sky130_fd_sc_hd__clkinvlp_4	0	39
sky130_fd_sc_hd__o2111ai_1	45	43
sky130_fd_sc_hd__mux4_2	3157	3157
sky130_fd_sc_hd__buf_4	174	2211
sky130_fd_sc_hd__a22o_1	79	79
sky130_fd_sc_hd__a21oi_1	788	784
sky130_fd_sc_hd__diode_2	0	389
sky130_fd_sc_hd__nor4_2	6	74
sky130_fd_sc_hd__nor2_4	0	264
sky130_fd_sc_hd__nand2_1	279	255
sky130_fd_sc_hd__nand4_1	127	127
sky130_fd_sc_hd__clkinv_2	0	326
sky130_fd_sc_hd__a31oi_1	53	53
sky130_fd_sc_hd__a22oi_1	403	403
sky130_fd_sc_hd__clkdlybuf4s50_1	0	81
sky130_fd_sc_hd__mux2_2	246	246
sky130_fd_sc_hd__o21ai_0	367	362
sky130_fd_sc_hd__o221ai_1	689	688
sky130_fd_sc_hd__buf_8	43	64
sky130_fd_sc_hd__a221oi_1	300	300
sky130_fd_sc_hd__clkbuf_16	0	1866
sky130_fd_sc_hd__mux2i_1	2748	2748
sky130_fd_sc_hd__nor4_4	0	119
sky130_fd_sc_hd__o22ai_1	775	775
sky130_fd_sc_hd__nor2_1	664	397
sky130_fd_sc_hd__edfxtp_1	18400	18400
sky130_fd_sc_hd__nor3_1	452	448
sky130_fd_sc_hd__buf_12	25	81
sky130_fd_sc_hd__bufinv_16	0	159
## through the flow
| step | total power (W) | cell area, um^2 | std cells | util (%) |
|---|---|---|---|---|
| after CTS | 0.0247 | 813000 | 67400 | 34.7 |
| after global placement | 0.0146 | 756000 | 64100 | 32.3 |
| after global routing | 0.0252 | 814000 | 67700 | 34.8 |
| after floorplan | 0.0139 | 704000 | 32600 | - |
| after detailed placement | 0.0146 | 756000 | 64100 | 32.3 |
| final | 0.0247 | 815000 | 67800 | 34.8 |
## critical path: stages
cell,delay (ns)
sky130_fd_sc_hd__buf_16,0.35
sky130_fd_sc_hd__buf_4,0.60
sky130_fd_sc_hd__buf_4,0.52
sky130_fd_sc_hd__buf_4,0.58
sky130_fd_sc_hd__buf_4,0.61
sky130_fd_sc_hd__buf_4,0.71
sky130_fd_sc_hd__buf_4,0.78
sky130_fd_sc_hd__buf_4,0.60
sky130_fd_sc_hd__buf_4,0.68
sky130_fd_sc_hd__buf_4,0.74
sky130_fd_sc_hd__mux2i_1,0.17
sky130_fd_sc_hd__o22ai_1,0.18
sky130_fd_sc_hd__a211oi_1,0.10
sky130_fd_sc_hd__a2111oi_1,0.42
sky130_fd_sc_hd__nand4_1,1.23
sky130_fd_sc_hd__nor4_4,1.50
sky130_fd_sc_hd__buf_4,0.27
sky130_fd_sc_hd__clkdlybuf4s50_1,0.48
## cell families (layout without fill, tap and decap cells)
kind of cell,after synthesis,after routing,share of synthesized area [%]
flops,18400,18400,78.6
simple gates,2068,2068,1.43
compound gates,3937,3937,3.86
buf+inv,2017,5802,1.67
other cells,0,389,0
mux,6156,6156,14.4
## area by class of cell
cell class / instances / area share, %
flip-flops and latches: 18400 / 68.0
multi-input cells: 12200 / 17.6
clock buffers: 2258 / 5.91
well taps: 31000 / 4.76
repair buffers: 2463 / 2.50
clock inverters: 1052 / 1.11
diodes: 389 / 0.120
inverters: 29 / 0.0158
No activity file was given, so power comes from the tool's default toggle rates.
