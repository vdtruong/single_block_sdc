**/design/flow/constraint.sdc**
```tcl
current_design enb_interupt

set clk_period 3.6
set clk_io_pct 0.2

create_clock -name clk0 -period $clk_period [get_ports {clk}]

set non_clock_inputs [all_inputs -no_clocks]
set_input_delay [expr $clk_period * $clk_io_pct] -clock clk0 $non_clock_inputs
set_output_delay [expr $clk_period * $clk_io_pct] -clock clk0 [all_outputs]
```
**/design/flow/design.v**
```verilog
`timescale 1ns / 1ps
module enb_interupt(
   input 				clk,
   input 				reset,
   input 				enb_int_strb,
	input 	[11:0] 	enb_addr, 	 
	input 	[15:0]	enb_data, 	 
	output				wr_reg_strb,
	output	[11:0]	wr_reg_index,
	output 	[31:0]	wr_reg_output,
	output 	[2:0]		reg_attr,
	output				enb_int_proc  
);
	reg 			wr_reg_strb_reg;
	reg [11:0] 	wr_reg_index_reg;
	reg [31:0]	wr_reg_output_reg;
	reg [2:0]	reg_attr_reg;
	reg 			enb_int_proc_reg;
	initial			
	begin
		wr_reg_strb_reg		<= 1'b0;
		wr_reg_index_reg		<= 12'h000;
		wr_reg_output_reg		<= 32'h00000000;
		reg_attr_reg			<= 3'h0;
		enb_int_proc_reg		<= 1'b0;
	end
	assign wr_reg_strb 		= wr_reg_strb_reg;
	assign wr_reg_index		= wr_reg_index_reg;
	assign wr_reg_output		= wr_reg_output_reg;
	assign reg_attr			= reg_attr_reg;
	assign enb_int_proc		= enb_int_proc_reg;
   parameter ste_strt 		= 4'b0001;
   parameter ste_enb_int 	= 4'b0010;
   parameter ste_buffr 		= 4'b0100;
   parameter ste_end 		= 4'b1000;
   (* FSM_ENCODING="ONE-HOT", SAFE_IMPLEMENTATION="YES", 
	SAFE_RECOVERY_STATE="ste_strt" *) 
	reg [3:0] state = ste_strt;
   always@(posedge clk)
      if (reset) begin
         state 					<= ste_strt;
			wr_reg_strb_reg		<= 1'b0;
			wr_reg_index_reg 		<= 12'h000;
			wr_reg_output_reg		<= {32{1'b0}};
			reg_attr_reg			<= 3'h0;
			enb_int_proc_reg		<= 1'b0;
      end
      else
         (* PARALLEL_CASE *) case (state)
            ste_strt : begin
               if (enb_int_strb)
                  state <= ste_enb_int;
               else
                  state <= ste_strt;
					wr_reg_strb_reg		<= 1'b0;
					wr_reg_index_reg 		<= 12'h000;
					wr_reg_output_reg		<= {32{1'b0}};
					reg_attr_reg			<= 3'h0;
					enb_int_proc_reg		<= 1'b0;
            end
            ste_enb_int : begin
               state <= ste_buffr;
					wr_reg_strb_reg		<= 1'b1;
					wr_reg_index_reg 		<= enb_addr;
					wr_reg_output_reg		<= {{16{1'b0}},enb_data};
					reg_attr_reg			<= 3'h0;
					enb_int_proc_reg		<= 1'b1;
            end
            ste_buffr : begin
               state <= ste_end;
					wr_reg_strb_reg		<= 1'b0;
					wr_reg_index_reg 		<= 12'h000;
					wr_reg_output_reg		<= {32{1'b0}};
					reg_attr_reg			<= 3'h0;
					enb_int_proc_reg		<= 1'b1;
            end
            ste_end : begin
               state <= ste_strt;
					wr_reg_strb_reg		<= 1'b0;
					wr_reg_index_reg 		<= 12'h000;
					wr_reg_output_reg		<= {32{1'b0}};
					reg_attr_reg			<= 3'h0;
					enb_int_proc_reg		<= 1'b1;
            end
            default: begin   
               state <= ste_strt;
					wr_reg_strb_reg		<= 1'b0;
					wr_reg_index_reg 		<= 12'h000;
					wr_reg_output_reg		<= {32{1'b0}};
					reg_attr_reg			<= 3'h0;
					enb_int_proc_reg		<= 1'b0;
	    end
         endcase
endmodule
```
**/design/flow/run.sh**
```bash
#!/bin/bash
# OpenROAD 26Q1-2900-gdf79404cd8, Yosys 0.63+post, stock flow scripts
make -C /OpenROAD-flow-scripts/flow DESIGN_CONFIG=/design/flow/config.mk WORK_HOME=/design/flow/orfs finish
```
**/design/flow/config.mk**
```make
export PLATFORM = sky130hd
export DESIGN_NAME = enb_interupt
export DESIGN_NICKNAME = enb_interupt
export VERILOG_FILES = /design/flow/design.v
export SDC_FILE = /design/flow/constraint.sdc
export NUM_CORES = 4
export LEC_CHECK = 1
export CORE_AREA = 10 10 108 108
export DIE_AREA = 0 0 118 118
```
==> job_summary.md <==
## PnR job results

| Metric | Value |
|---|---|
| CP arrival | 2.29 ns |
| Site Rows | 35 |
| Synthesized area | 0.00141 mm2 |
| GRT Total Usage | 4.58% |
| Die Y | 118 um |
| Tcrit/Tclk final | 57.9% |
| Flops & latches, synth | 34 |
| Switching pwr | 170 uW |
| Net Sw Frac | 21.3% |
| Clock group share of total power | 43.2% |
| Number of global-route vias before repair | 1,010 |
| First-pass GRT wire length | 5.29 mm |
| Antenna-violating nets left | 0 |
| Init Core Util | 15.1% |
| CTS Buf Count | 5 |
| Final hold vios | 0 |
| Final setup violating endpoints | 0 |
| Reg-to-reg setup timing slack | 2.01 ns |
| CP Capture Type | register |
| Logic area | 463 um2 |
| Final Instance Count excl. Fillers | 324 |
| Yosys cell count | 133 |
| Clock Skews | 0.00676 ns |
| Count of cell types in the netlist | 21 |
| Root Buffer | clkbuf_8 |
| Crit path kind | primary input to register |
| Drt wl/cell | 10.6 um |
| Die W | 118 um |
| Total leakage power | 0.000883 uW |
| Reg2Reg Depth | 3 |
| Placeable Area | 0.00928 mm2 |
| DP HPWL | 2.83 mm |
| Vias | 947 |
| Worst-path clk slew | 0.07 ns |
| Fin Setup TNS | 0 ns |
| Syn Inst Count | 133 |
| Levels on crit path | 4 |
| Tmin final | 2.08 ns |
| Area leader share | 48.4% |
| Residual DRC count | 0 |
| Yosys Warn Count | 1 |
| Buffers & Inverters on Critical Path | 2 |
| Grt total ovfl | 0 |
| WL final | 3.45 mm |
| CP cell instances | clkdlybuf4s50_1, or3_2, buf_4, nor3_1 |
| Vias per cell | 2.92 |
| PortBufs | 60 |
| Drt pass-1 iters | 3 |
| Clock Sinks | 34 |
| Outcome | finished clean |
| Combinational Power Share | 8.7% |
| Clk latency late pin | 0.28 ns |
| Cell area leaders | dfxtp_1, nor3_2, buf_4, inv_1, buf_12 |
| Power per standard cell area | 374 mW/mm2 |
| Worst-path fanout max | 18 |
| # IOs | 80 |
| Initial drt markers | 24 |
| Share of post-route cells with drive strength above 1 | 20.5% |
| CP peak stage delay | 0.63 ns |
| H-tree levels | 2 |
| Largest register FFs | 16 |
| Log Warnings | 25 |
| # resized after CTS | 0 |
| Cell taking the most area after synthesis | dfxtp_1 |
| Post-synth seq share | 48.4% |
| CTS tree | built |
| Sequential power share | 48.1% |
| Final GP Congestion | 0.634 |
| Flop area | 681 um2 |
| Critical path required time | 3.80 ns |
| Layout fillers | 1,030 |
| Synthesized area per cell | 10.6 um2 |
| Area Overhead vs Synth | 51.9% |
| HP Class | register to register |
| YS chip area | 0.00141 mm2 |
| Placed cells | 316 |
| Max Clk Rate | 480 MHz |
| Critical-path top delay cell | or3_2 |
| Hold_buf cts | 0 |
| VDD IR max | 125 uV |
| Largest net degree at the start of global routing | 19 |
| Ant diodes | 0 |
| Cell Int Power | 628 uW |
| Setup bufs post-CTS | 0 |
| Clk buf depth | 2 |
| Top delay family on crit path | simple AND/OR/NAND/NOR gates |
| Die area | 0.0139 mm2 |
| Slew Limit Fails | 0 |
| Startpoint Class | primary input |
| Max Cap Violations | 0 |
| Initial antenna violation count | 0 |
| Cells on Worst Hold Path | 2 |
| RSZ-0062 raised after global routing | false |
## cells by family (layout without fill, tap and decap cells)
logic type                after synthesis  count (layout)  share of synthesized area (%)
AOI/OAI and AO/OA                       3               3                           1.60
and+or+nand+nor                        40              40                           25.4
xor gates and xnor gates                1               1                          0.623
other                                   1              19                          0.267
buffers and inverters                  54              98                           23.8
DFF                                    34              34                           48.4
## final cells by class
class                      instances  share of cell area, %
sequential                        34                   31.9
clock inverter                     2                   1.76
clock buffer                       6                   3.40
timing repair buffer              62                   28.8
multi-input combinational         63                   21.7
inverter                          28                   4.92
tap                              129                   7.56
## cell usage in the layout (no fill, tap or decap)
cell / n
and2_1: 1
and4bb_2: 1
buf_4: 2
bufinv_16: 1
clkbuf_1: 1
clkbuf_8: 5
clkdlybuf4s50_1: 60
clkinvlp_4: 1
conb_1: 19
dfxtp_1: 34
inv_1: 28
nand2_1: 1
nand2b_2: 1
nor2_1: 4
nor3_1: 1
nor3_2: 27
nor3_4: 1
nor3b_1: 2
o211a_1: 1
o21ai_0: 1
o31ai_1: 1
or3_2: 1
xor2_1: 1
## per-stage QoR
| step | worst slack [ns] | total power (uW) | cell area (um2) | util [%] | hold WS (ns) |
|---|---|---|---|---|---|
| after floorplan | 2.09 | 442 | 1470 | - | 0.457 |
| after global placement | 1.23 | 464 | 2030 | 21.8 | 0.481 |
| after detailed placement | 1.20 | 464 | 2030 | 21.8 | 0.498 |
| after CTS | 1.50 | 818 | 2140 | 23.0 | 0.502 |
| after global routing | 1.46 | 839 | 2140 | 23.0 | 0.507 |
| final | 1.52 | 798 | 2140 | 23.0 | 0.502 |
## worst reg2reg max path, stage by stage, from the launching register on
cell and delay, ns:
dfxtp_1 0.35, or3_2 0.67, buf_4 0.31, nor3_1 0.19
## cells in the mapped netlist, drive strengths merged
cell,count
and2,1
and4bb,1
buf,26
conb,1
dfxtp,34
inv,28
nand2,1
nand2b,1
nor2,4
nor3,29
nor3b,2
o211a,1
o21ai,1
o31ai,1
or3,1
xor2,1
## power groups by stage
stage,combinational (uW),sequential [uW],clock [uW]
CTS,72.2,384,362
global route,77.1,384,378
finish,69.5,384,345
## per-layer routing
layer	up-vias	GRT usage, %	share of wire, %
met5	-	0	0
met4	0	1.00	1.8
met3	4	2.04	8.9
met2	43	7.87	49
met1	413	5.10	40
li1	487	-	-
## final timing paths
path                  from             endpoint
setup / recovery     reset  wr_reg_index_reg[2]
hold / removal    state[0]             state[1]
hold reg to reg   state[0]             state[1]
setup reg to reg  state[2]  wr_reg_index_reg[2]
Power and IR drop assume default switching activity.
