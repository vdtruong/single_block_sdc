==> design/flow/design.v <==
module FifoController
#(parameter WIDTH = 10)
(
  	input                   clk,         
  	input                   reset,       
  	input                   enable,      
  	input                   rd_a_strb,   
  	input                   wr_b_strb,   
  	output reg [WIDTH-1:0]  addr_a,      
  	output reg [WIDTH-1:0]  addr_b,      
  	output reg              fifo_empty,  
  	output reg              fifo_full,   
 	output reg              fifo_half,   
);
  	reg [WIDTH-1:0] buffer_cnt;
	initial			
	begin
    	buffer_cnt  <= {WIDTH{1'b0}};
    	addr_a      <= {WIDTH{1'b0}};
    	addr_b      <= {WIDTH{1'b0}};
   	fifo_empty  <= 1'b1;
    	fifo_full   <= 1'b0;
    	fifo_half   <= 1'b0;    
	end
  	always @(posedge clk) begin
    	if (reset)
      	addr_a <= {WIDTH{1'b0}};
    	else if (rd_a_strb && ~fifo_empty)
      	addr_a <= addr_a + 1'b1;
  	end
  	always @(posedge clk) begin
    	if (reset)
      	addr_b <= {WIDTH{1'b0}};
    	else if (wr_b_strb && ~fifo_full)
      	addr_b <= addr_b + 1'b1;
  	end
  	always @(posedge clk) begin
    	if (reset)
      	buffer_cnt <= {WIDTH{1'b0}};
    	else if (wr_b_strb && ~fifo_full)
      	buffer_cnt <= buffer_cnt + 1'b1;
    	else if (rd_a_strb && ~fifo_empty)
      	buffer_cnt <= buffer_cnt - 1'b1;      
  	end
  	always @(posedge clk) begin
    	if (reset)
      	fifo_empty <= 1'b1;
    	else if (buffer_cnt == {WIDTH{1'b0}})
      	fifo_empty <= 1'b1;
    	else
      	fifo_empty <= 1'b0;
  	end
  	always @(posedge clk) begin
    	if (reset)
      	fifo_full <= 1'b0;
    	else if (buffer_cnt == {WIDTH{1'b1}})
      	fifo_full <= 1'b1;
    	else
      	fifo_full <= 1'b0;
  	end  
  	always @(posedge clk) begin
    	if (reset)
      	fifo_half <= 1'b0;
    	else if (buffer_cnt >= {1'b1,{WIDTH-1{1'b0}}})
      	fifo_half <= 1'b1;
    	else
      	fifo_half <= 1'b0;
  	end    
endmodule
==> design/flow/run.sh <==
#!/bin/bash
# OpenROAD 26Q1-2900-gdf79404cd8, Yosys 0.63+post, stock flow scripts
make -C /OpenROAD-flow-scripts/flow DESIGN_CONFIG=/design/flow/config.mk WORK_HOME=/design/flow/orfs finish
==> design/flow/config.mk <==
export PLATFORM = sky130hd
export DESIGN_NAME = FifoController
export DESIGN_NICKNAME = FifoController
export VERILOG_FILES = /design/flow/design.v
export SDC_FILE = /design/flow/constraint.sdc
export NUM_CORES = 4
export LEC_CHECK = 1
export CORE_AREA = 10 10 102 102
export DIE_AREA = 0 0 112 112
==> design/flow/constraint.sdc <==
current_design FifoController

set clk_period 3.5
set clk_io_pct 0.2

create_clock -name clk0 -period $clk_period [get_ports {clk}]

set non_clock_inputs [all_inputs -no_clocks]
set_input_delay [expr $clk_period * $clk_io_pct] -clock clk0 $non_clock_inputs
set_output_delay [expr $clk_period * $clk_io_pct] -clock clk0 [all_outputs]
==> summary.txt <==
Net Sw Frac: 0.284
DR vias: 1478
Maxcap violations: 0
Critical path arrival: 3.03 ns
Residual DRC: 0
Slew Limit Fails: 0
Routed length per instance: 12.3 um
Clk buf depth: 2
CP Launch Type: primary input
Vias in the first global route: 1400
Critical path type: in2reg
DP HPWL: 2.84 mm
Unique cell types: 41
Reg2Reg Depth: 8
Worst Skew: 0.00913 ns
Final wirelength: 4.02 mm
Gp weighted congestion: 0.848
Sequential Power Share: 0.416
Die y size: 112 um
Root Driver: clkbuf_8
Cell Rows: 33
Share of layout cells above drive strength 1: 0.0762
Fin area: 2210 um^2
Total track usage: 0.0614
TNS Setup: 0 ns
Via density per instance: 4.51
Post-layout min period: 2.85 ns
Post-CTS Hold Fix Bufs: 0
Global route overflow: 0
Initial drt markers: 57
Cell depth of the worst hold path: 2
WP data required: 3.67 ns
TritonCTS buffer count: 5
Period utilization: 0.815
Post-synth regs: 33
Total chip power: 1.07 mW
Switching Power: 304 uW
# H-tree levels: 2
GR peak layer: met2
Post-CTS sizing: 0
Max Freq: 351 MHz
Placed inst area: 2100 um^2
Area grow syn2layout: 28.0%
PortBufs: 26
Worst Hold Class: reg2reg
RSZ-0062 raised after global routing: no
Ys Warns: 1
Post-CTS Setup Bufs: 0
VDD IR max: 0.152 mV
Synthesis area per yosys: 1730 um^2
Yosys Instances: 193
Die Wd: 112 um
Seq share, synth: 0.382
Hold Vio Cnt, Final: 0
Core Util, Final: 0.269
Syn Area/Cell: 8.96 um^2
Core Region: 8220 um^2
Global-route wire length before repair: 6.64 mm
Routed Antenna Nets: 0
Power Dens Cells: 483 nW/um^2
Gate power share: 0.233
CTS sink cnt: 33
Met2 Track Usage GR: 0.0987
Slew @ Worst Pin: 0.736 ns
P_int: 765 uW
DR pass1 iterations: 4
Met1 Resource Use GR: 0.0776
Cell chain of the critical path: clkdlybuf4s50_1, nor2b_4, inv_1, fa_1, a21o_1, a31o_2, o22ai_1, nor4_1, a211o_1
Initial antenna violation count: 0
Final setup viols: 0
Gate Count Post-Synth: 193
DIE AREA: 12500 um^2
Total tool warning count: 26
Mapped cell area: 1730 um^2
Insertion Delay late pin: 0.29 ns
Worst path slowest cell: fa_1
Status: complete, no violations
Leakage: 0.865 nW
# IOs: 28
Clock power frac: 0.351
Init Core Util: 0.210
GR Util met3: 0.0261
Delay of the slowest critical-path stage: 0.49 ns
Worst-path clk slew: 0.07 ns
Hold Slack: 0.492 ns
Largest net degree at the start of global routing: 21
Worst slew margin: 0.508
CTS tree: done
Crit-path max FO: 14
Inserted Diodes: 0
Worst setup EP type: register
[layout by cell type, fill, tap and decap left out, types with 3 or more instances in the layout]
| master | instances |
|---|---|
| dfxtp_1 | 33 |
| buf_4 | 4 |
| xnor2_1 | 7 |
| nand4_1 | 8 |
| clkdlybuf4s50_1 | 26 |
| and3_1 | 7 |
| nor2_1 | 24 |
| a21oi_1 | 7 |
| or3_1 | 3 |
| nand3_1 | 10 |
| nand2_1 | 18 |
| ha_1 | 10 |
| a31oi_1 | 3 |
| a21o_1 | 4 |
| nor4b_1 | 4 |
| xor2_1 | 14 |
| clkbuf_8 | 6 |
| or4_1 | 3 |
[stage by stage]
step | setup slack (ns) | std cells
2_1_floorplan | 0.992 | 193
3_3_place_gp | 0.431 | 320
3_5_place_dp | 0.415 | 320
4_1_cts | 0.686 | 328
5_1_grt | 0.550 | 328
6_report | 0.649 | 328
[cell type report]
type / instances / area, um^2
Clock buffer: 7 / 86.3
Clock inverter: 1 / 30.0
Fill cell: 846 / 6000
Inverter: 2 / 7.51
Multi-Input combinational cell: 150 / 1010
Sequential cell: 33 / 661
Tap cell: 105 / 131
Timing Repair Buffer: 30 / 290
[power by group through the flow]
| stage | Combinational (mW) | Clock [mW] | Sequential, mW |
|---|---|---|---|
| 6_report | 0.249 | 0.375 | 0.445 |
| 4_1_cts | 0.249 | 0.385 | 0.445 |
| 5_1_grt | 0.276 | 0.404 | 0.450 |
[cell families after synthesis]
logic type	Yosys count	share of synthesized area
adder cells (fa/ha/maj)	11	0.0839
AND/OR/NAND/NOR	87	0.263
AND-OR/OR-AND	30	0.123
flip-flops	33	0.382
multiplexers	1	0.00579
buffers and inverters	10	0.0355
XOR/XNOR	21	0.106
[cells in the mapped netlist]
cell type  instances  share of area
or2_1              1         0.0036
a31o_2             1         0.0051
nor2b_4            1         0.0080
buf_2              1         0.0029
o211ai_1           2         0.0087
nand3_1           10          0.029
and3_1             7          0.025
or4_1              3          0.013
a22o_1             1         0.0051
a211oi_1           2         0.0087
nor3_1             2         0.0058
nand2_1           18          0.039
fa_1               1          0.012
nor4_1             1         0.0036
and3_4             1         0.0065
o21a_1             2         0.0087
a311oi_2           1         0.0087
inv_1              2         0.0043
xor2_1            14          0.071
nor2_1            24          0.052
and2_4             1         0.0051
xnor2_1            7          0.035
a21oi_2            1         0.0051
dfxtp_1           33           0.38
ha_1              10          0.072
a211o_1            2          0.010
nor4b_1            4          0.020
mux2i_1            1         0.0058
buf_6              3          0.020
o22ai_1            1         0.0036
clkbuf_1           4         0.0087
nand4_1            8          0.029
and4_1             1         0.0051
nor2b_1            2         0.0072
o21ai_0            1         0.0029
or3_1              3          0.011
a31oi_1            3          0.011
a21oi_1            7          0.020
o41ai_1            1         0.0051
a21o_1             4          0.017
o21ai_1            1         0.0029
[worst paths after layout]
kind / from / end / slack (ns)
min reg2reg: buffer_cnt[3] / buffer_cnt[3] / 0.49
max reg2reg: fifo_full / buffer_cnt[7] / 1.19
min: buffer_cnt[3] / buffer_cnt[3] / 0.49
max: wr_b_strb / buffer_cnt[8] / 0.65
[sequential cells by signal, indices dropped and copies added, names as in the netlist]
register,count
addr_a,10
addr_b,10
buffer_cnt,10
fifo_empty,1
fifo_full,1
fifo_half,1
[worst max-delay path: cells and delay by family]
kind                       cells  cell delay, ns
adders and majority gates      1            0.49
buffers and inverters          2            0.69
and+or+nand+nor                2            0.22
AOI/OAI and AO/OA              4            0.93
[layer usage]
layer / vias up / wire length (um)
met5: - / 0
met4: 0 / 17
met3: 4 / 296
met2: 35 / 1820
met1: 687 / 1880
li1: 752 / -
No activity file was given, so power comes from the tool's default toggle rates.
