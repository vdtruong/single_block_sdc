### design/flow/constraint.sdc
current_design sd_crc_7

set clk_period 1.2
set clk_io_pct 0.2

create_clock -name clk0 -period $clk_period [get_ports {CLK}]

set non_clock_inputs [all_inputs -no_clocks]
set_input_delay [expr $clk_period * $clk_io_pct] -clock clk0 $non_clock_inputs
set_output_delay [expr $clk_period * $clk_io_pct] -clock clk0 [all_outputs]
### design/flow/design.v
module sd_crc_7(BITVAL, Enable, CLK, RST, CRC);
   input        	BITVAL;	 
   input 			Enable;
   input        	CLK;      
   input        	RST;      
   output [6:0]	CRC;   	 
   reg    [6:0] CRC;   
   wire         inv;
   assign inv = BITVAL ^ CRC[6];	 
	always @(posedge CLK or posedge RST) begin
		if (RST) begin
			CRC = 0;   	
      end
		else begin
			if (Enable==1) begin
				CRC[6] = CRC[5];
				CRC[5] = CRC[4];
				CRC[4] = CRC[3];
				CRC[3] = CRC[2] ^ inv;
				CRC[2] = CRC[1];
				CRC[1] = CRC[0];
				CRC[0] = inv;
			end
		end
   end
endmodule
### design/flow/run.sh
#!/bin/bash
# OpenROAD 26Q1-2900-gdf79404cd8, Yosys 0.63+post, stock flow scripts
make -C /OpenROAD-flow-scripts/flow DESIGN_CONFIG=/design/flow/config.mk WORK_HOME=/design/flow/orfs finish
### design/flow/config.mk
export PLATFORM = sky130hd
export DESIGN_NAME = sd_crc_7
export DESIGN_NICKNAME = sd_crc_7
export VERILOG_FILES = /design/flow/design.v
export SDC_FILE = /design/flow/constraint.sdc
export NUM_CORES = 4
export LEC_CHECK = 1
export CORE_AREA = 10 10 70 70
export DIE_AREA = 0 0 80 80
==> results_dict.tcl <==
# flow metrics
set metrics [dict create \
    overflow 0 \
    worstMarginPinSlew_ps 270 \
    routed_wl_um 711 \
    violations "negative setup slack" \
    synth.avg_cell_area_um2 15.6 \
    remaining_drc_errors 0 \
    cp-start-kind "flop" \
    finalSetupTns_ps -13.4 \
    clk_path_buf_depth 2 \
    synth_seq_share_pct 59.1 \
    hold_viol_final 0 \
    initCoreUtil_pct 8.68 \
    r2r_start "CRC[2]$_DFFE_PP0P_" \
    ios 11 \
    diodes 0 \
    max_freq_mhz 824 \
    vias 214 \
    cts.sinks 7 \
    ys_sh_simple_pct 1.27 \
    async_flop_share_pct 100 \
    period_used_pct 101 \
    antenna_found_initial 0 \
    ctsHoldBuffers 0 \
    setup_ws_ps -13.4 \
    final_max_slew_viol_count 0 \
    yosys_cells 19 \
    warnings 27 \
    die_y_um 80 \
    grt_pass1_wl_um 1210 \
    yosysUniqueCellTypes 9 \
    synth-main-ff-cell "dfrtp_1" \
    io_buffers 10 \
    synth_area_um2 297 \
    numSynthFlops 7 \
    relSlewSlack_pct 82.0 \
    drv_cap 0 \
    postSynthCellCount 19 \
    cts_root_buf "clkbuf_4" \
    yosysTopAreaCell "dfrtp_1" \
    ant_nets 0 \
    grt_pass1_vias 219 \
    ir_drop_mv 0.589 \
    yosysWarningCount 1 \
    clk_latency_ps 240 \
    grt_max_degree 9 \
    synthTopCellsByCount "dfrtp_1, mux2_2" \
    initialDrtViolationCount 14 \
    r2r_cells 3 \
    wire_per_inst_um 8.36 \
    path_class "reg -> reg" \
    worstPathRequired_ps 1330 \
    aoi_share_pct 1.69 \
    drive_above_1_share_pct 41.0 \
    finClkSkew_ps 0.601 \
    xor_area_share_pct 11.0 \
    cts_buffers 3 \
    grt_usage_pct 2.56 \
    regToRegEndpoint "CRC[3]$_DFFE_PP0P_" \
    p_per_area_mw_per_mm2 2210 \
    end_kind "flop" \
    synth.most_common_cell "dfrtp_1" \
    gp_congestion 0.689 \
    path_clk_slew_ps 50 \
    status "finished with violations" \
    rows 21 \
    rsz0062_at_grt "yes" \
    die_w_um 80 \
    largest_register_ffs 7 \
    htree_levels 1 \
    fa_ha_area_share_pct 0 \
    r2r_slack_ps -10 \
    area_delta_synth_final_pct 77.6 \
    ys_sh_mux_pct 24.1 \
    dieArea_mm2 0.00640 \
    p_leak_uw 0.000230 \
    edf_count 0 \
    hp-class "in -> async" \
    drtPass1Iterations 2 \
    core_mm2 0.00342 \
    yosys_area_um2 297 \
    top_cells_by_area "dfrtp_1, mux2_2, xor3_1" \
    final_util_pct 15.4 \
    via_per_inst 2.52 \
    critPathArrivalTime_ps 1340 \
    worstPathMaxFanout 2 \
    finalCriticalPeriod_ps 1210 \
    setup_viol 1 \
    synth_top_area_share_pct 59.1 \
    cts_tree "yes" \
    ys_top_logic_family "multiplexers" \
]
per-stage QoR:
| step | cells | cell area [µm²] | hold slack (ps) | total power [µW] | worst slack (ps) |
|---|---|---|---|---|---|
| after floorplan | 19 | 297 | 43.4 | 627 | 96.1 |
| after global placement | 76 | 464 | 487 | 909 | -112 |
| after detailed placement | 76 | 464 | 493 | 918 | -133 |
| after CTS | 85 | 527 | 233 | 1190 | -17.0 |
| after global routing | 85 | 527 | 249 | 1270 | -50.4 |
| final | 85 | 527 | 236 | 1170 | -13.4 |
worst max path at each step:
| stage | from | to | cells past startpoint |
|---|---|---|---|
| finish | CRC[2]$_DFFE_PP0P_ | CRC[3]$_DFFE_PP0P_ | 3 |
| global route | CRC[2]$_DFFE_PP0P_ | CRC[3]$_DFFE_PP0P_ | 3 |
| CTS | CRC[2]$_DFFE_PP0P_ | CRC[3]$_DFFE_PP0P_ | 3 |
layout make-up:
class,count,area [µm²]
flip-flops and latches,7,175
clock buffers,4,26.3
multi-input cells,10,113
well taps,46,57.6
repair buffers,17,151
inverters,1,3.75
fillers,387,2890
layer usage:
layer  vias up  track usage, %  wire length, µm
li1        105               -                -
met1        95            3.72              374
met2        14            2.09              188
met3         0            3.07              148
met4         0           0.352                0
met5         -               0                0
critical path, stage by stage (launching register included):
cell and delay, ps:
dfrtp_1 380, buf_6 120, xor3_1 340, mux2_4 260
timing repair:
action	4_1_cts	5_1_grt
pin swaps	1	0
endpoints found under the setup margin	7	1
setup buffers	5	0
gates resized	9	0
placed cells by master (no fill, tap or decap):
| master | synthesis | final |
|---|---|---|
| xnor2_1 | 1 | 1 |
| xor3_1 | 1 | 1 |
| inv_1 | 1 | 1 |
| dfrtp_1 | 7 | 7 |
| nor2_1 | 1 | 1 |
| buf_6 | 0 | 2 |
| mux2_2 | 5 | 5 |
| clkbuf_4 | 0 | 3 |
| a21oi_1 | 1 | 1 |
| buf_4 | 0 | 5 |
| dlygate4sd2_1 | 0 | 7 |
| clkbuf_1 | 0 | 1 |
| mux2_4 | 1 | 1 |
| clkdlybuf4s50_1 | 0 | 3 |
cell families after synthesis:
| kind of cell | after synthesis |
|---|---|
| AOI/OAI and AO/OA | 1 |
| muxes | 6 |
| buffers and inverters | 2 |
| and+or+nand+nor | 1 |
| DFF | 7 |
| xor gates and xnor gates | 2 |
power by group:
| group | total [µW] | leakage (µW) | internal (µW) | switching (µW) |
|---|---|---|---|---|
| clock | 206 | 0.0000150 | 126 | 79.5 |
| sequential | 430 | 0.0000800 | 354 | 76.3 |
| combinational | 531 | 0.000135 | 403 | 127 |
Power figures rest on the tool's default switching activity, not on a simulated workload.
